==> /design/flow/design.v <==
`timescale 1ns / 1ps
module register_file(read_add_1,read_add_2,write_add,write_data,read_data_1,read_data_2,reg_write,clk,reset);
input [4:0] read_add_1;
input [4:0] read_add_2;
input [4:0] write_add;
input [31:0]write_data;
output [31:0] read_data_1;
output [31:0] read_data_2;
input reg_write,clk,reset;
reg [31:0] registers [31:0];
integer k;
assign read_data_1=registers[read_add_1];
assign read_data_2=registers[read_add_2];
always@(posedge clk, posedge reset)
begin
		if (reset==1'b1)
		begin
			for (k=0; k<32; k=k+1) 
			begin
				registers[k] = 32'b0;
			end
			registers[0]=32'b0000_0000_0000_0000_0000_0000_0000_0000;
			registers[1]=32'b0000_0000_0000_0000_0000_0000_1010_0101;
			registers[2]=32'b1111_1111_1111_1111_1111_1111_0101_1010;
		end 
		else if (reg_write == 1'b1) registers[write_add] = write_data; 
	end
endmodule
==> /design/flow/run.sh <==
#!/bin/bash
# OpenROAD 26Q1-2900-gdf79404cd8, Yosys 0.63+post, stock flow scripts
make -C /OpenROAD-flow-scripts/flow DESIGN_CONFIG=/design/flow/config.mk WORK_HOME=/design/flow/orfs finish
==> /design/flow/config.mk <==
export PLATFORM = sky130hd
export DESIGN_NAME = register_file
export DESIGN_NICKNAME = register_file
export VERILOG_FILES = /design/flow/design.v
export SDC_FILE = /design/flow/constraint.sdc
export NUM_CORES = 4
export LEC_CHECK = 1
export CORE_UTILIZATION = 50
==> /design/flow/constraint.sdc <==
current_design register_file

set clk_period 9.9
set clk_io_pct 0.2

create_clock -name clk0 -period $clk_period [get_ports {clk}]

set non_clock_inputs [all_inputs -no_clocks]
set_input_delay [expr $clk_period * $clk_io_pct] -clock clk0 $non_clock_inputs
set_output_delay [expr $clk_period * $clk_io_pct] -clock clk0 [all_outputs]
==> GITHUB_STEP_SUMMARY <==
### Yosys + OpenROAD results

| Metric | Value |
|---|---|
| Fin. max-slew vios | 0 |
| Largest net degree at the start of global routing | 118 |
| Stages on worst setup path | 10 |
| Avg Inst Size Synth | 11.0 um^2 |
| Max FFs per register | 1024 |
| Reg area | 25700 um^2 |
| Minimum clock period | 8280 ps |
| Unique masters post-synth | 71 |
| Most common cell on crit path | buf_4 |
| Overall Global Routing Usage | 51.5% |
| Worst-path fanout max | 40 |
| Initial Util | 50.4% |
| Slew @ Worst Pin | 1180 ps |
| EDFF count, synth | 0 |
| DP HPWL | 163 mm |
| Ys Warns | 2 |
| Worst r2r path cells | 1 |
| Buffers on Ports | 113 |
| # fillers | 8919 |
| Top FF cell, synth | dfrtp_1 |
| Fraction of power consumed by the clock network | 37.6% |
| Skew final | 0 ps |
| Mapped cell area | 54000 um^2 |
| Routability cong. | 1.13 |
| Leakage power | 0.0261 uW |
| Initial antenna violation count | 26 |
| Clock root cell | clkbuf_16 |
| Slew HR | 21.3% |
| Vias/cell | 7.80 |
| Worst path top cell family by delay | buffers and inverters |
| Int Power | 8660 uW |
| Ports | 114 |
| Status | finished, final reports clean |
| Adder Area Share | 0% |
| Basic Gates by Area | 17.8% |
| H-tree depth | 3 |
| Startpoint Class | primary input |
| Cts hold-fix bufs | 0 |
| Seq pwr share | 47.7% |
| Hold Violations, Final | 0 |
| Synth Register Bits | 1024 |
| Clock Tree Buf Depth | 3 |
| Routed WL | 268 mm |
| Yosys Instances | 4918 |
| Die ar. | 109000 um^2 |
| CTS tree | done |
| Buf/Inv on CP | 5 |
| Drt first-iter violations | 6947 |
| CTS sink cnt | 1024 |
| Vias in the first global route | 47.2k |
| Cell count after synthesis | 4918 |
| Routed via count | 49.7k |
| CP peak stage delay | 970 ps |
| Tcrit/Tclk final | 83.6% |
| Post-CTS Setup Bufs | 0 |
| Avg WL per Cell | 42.1 um |
| FFs w/ async S/R, synth | 100% |
| Fmax | 121 MHz |
| Layout cells sized above 1 | 33.0% |
| YS chip area | 54000 um^2 |
| First-pass GRT wire length | 371 mm |
| Seq share, synth | 47.6% |
| Drt drc | 0 |
| Logic cell area | 26200 um^2 |
| Comb area leader | multiplexers |
| Pre-antenna DRT Iters | 13 |
| Sw frac | 29.3% |
| Crit path cell chain | buf_2 > buf_4 > nor3b_2 > buf_4 > and2_1 > buf_4 > a22oi_1 > and4_1 > a31oi_1 > clkdlybuf4s50_1 |
| Area fraction in xor and xnor cells | 0% |
| Die height | 331 um |
| RSZ-0062 raised after global routing | false |
| Crit. End Element | output port |
| Slowest CP cell | and2_1 |
| Sw Pwr | 3590 uW |
| Area delta synth->final | 12.6% |
| Grt ovf | 0 |
| Max VDD drop | 0.000163 V |
| # rows | 120 |
| Area fraction in mux cells | 21.8% |
| Logic pwr share | 14.7% |
| Late-Pin Clk Latency | 720 ps |
| Worst EP arrival | 6300 ps |
| Die W | 331 um |
| Critical path class | primary input to output port |
| Clock transition at the registers of the reported paths | 60 ps |
| Power Density | 202 nW/um^2 |
| Antenna Violating Nets Remaining | 0 |
| Final TNS setup | 0 ps |
| WHS Path Cells | 1 |
| Post-CTS sizing | 0 |
| Ao+oa area frac | 8.18% |
| Final setup viols | 0 |
| Clock buffer count from CTS | 113 |
| CP required | 7920 ps |
| Total Power | 12300 uW |
| Max_cap viols | 0 |
| Hold/Removal Path Class | register to register |
| Core area | 107000 um^2 |
| Tool warnings | 47 |
==> Yosys cell counts, types with 6 or more instances <==
cell type,n,area (um^2)
buf_4,12,90.1
a32oi_1,10,87.6
a31oi_1,28,175
buf_6,30,338
and4_1,29,254
mux2i_1,7,70.1
nor2_2,7,43.8
o21ai_0,18,90.1
dfstp_2,32,841
nor2_1,79,297
and2_1,20,125
inv_1,7,26.3
nor4_1,26,163
nor2b_1,8,50.1
dfrtp_1,992,24800
nand2b_1,9,56.3
and3_1,125,782
and3b_1,8,70.1
nand4b_1,6,52.6
nand3_1,988,4940
a21oi_1,22,110
nor3_1,35,175
or4_1,35,263
buf_2,155,776
o32a_1,39,390
mux2_2,1030,11600
a22o_1,32,280
a2111oi_2,7,105
buf_1,77,289
a221oi_1,12,105
a222oi_1,20,200
a22oi_1,318,2390
nand4_1,291,1820
clkbuf_1,270,1010
a2111oi_0,28,245
nand2_1,28,105
==> cell usage in the layout, fill, tap and decap left out, types with 8 or more instances in the layout <==
cell type        count
dfstp_2             32
clkdlybuf4s50_1    103
nand4_1            291
dfrtp_1            992
a222oi_1            20
nor3_2               8
o21ai_0             18
a221oi_1            12
nand3_1            984
a2111oi_0           28
clkinv_2            23
nor2_4              18
mux2_2            1030
clkbuf_1            15
nor2_1              43
clkbuf_8            25
a32oi_1             10
nand2_1             14
nor2_2              27
a22o_1              32
bufinv_16           15
nand2_2             14
a31oi_1             28
or4_1               35
and4_1              29
clkinvlp_4          17
and3_1             124
buf_4              245
diode_2             21
and2_1              24
clkbuf_16          117
a22oi_1            318
a21oi_1             22
buf_2               10
o32a_1              39
nor3_1              27
nor4_1              26
==> per-stage QoR <==
step,util [%],setup WS [ps],hold WS [ps],std cells,area [um^2]
finish,56.7,1620,526,6376,60700
global placement,52.9,1960,502,6141,56700
detailed placement,52.9,1960,508,6141,56700
floorplan,-,-6170,470,4918,54000
CTS,56.7,1950,524,6355,60700
global route,56.7,1790,539,6358,60700
==> cell families (layout without fill, tap and decap cells) <==
| kind of cell | after synthesis | after routing |
|---|---|---|
| AOI/OAI and AO/OA | 562 | 562 |
| buffers and inverters | 551 | 585 |
| DFF | 1024 | 1024 |
| muxes | 1043 | 1043 |
| other | 0 | 21 |
| and+or+nand+nor | 1738 | 1738 |
==> power by group through the flow <==
| stage | Clock, uW | Combinational, uW | Sequential (uW) |
|---|---|---|---|
| after CTS | 4600 | 1750 | 5800 |
| after global routing | 4760 | 1890 | 5910 |
| final | 4600 | 1800 | 5850 |
==> final timing paths <==
check,start,end,slack (ps)
setup / recovery,read_add_1[3],read_data_1[6],1620
hold / removal,registers[20][26]$_DFFE_PP0P_,registers[20][26]$_DFFE_PP0P_,530
setup reg to reg,registers[20][25]$_DFFE_PP0P_,registers[20][25]$_DFFE_PP0P_,8970
hold reg to reg,registers[20][26]$_DFFE_PP0P_,registers[20][26]$_DFFE_PP0P_,530
max in group asynchronous,reset,registers[28][19]$_DFFE_PP0P_,5810
min in group asynchronous,reset,registers[8][1]$_DFFE_PP0P_,1600
==> routing by layer <==
metal	wire (um)	part of all wire, %	global-route usage, %
met5	669	0.25	3.35
met1	89400	33	64.0
met2	103000	38	64.8
met4	24400	9.1	32.9
met3	50600	19	35.7
==> cell type report <==
class                      instances  share of cell area [%]
clock buffer                     157                    5.48
inverter                           7                  0.0494
antenna                           21                  0.0865
clock inverter                    57                    1.17
tap                             1403                    2.89
sequential                      1024                    42.2
multi-input combinational       3343                    43.1
timing repair buffer             364                    5.00
Power is estimated from default activity; no workload was simulated.
