### flow/constraint.sdc
current_design alu

set clk_period 18.5
set clk_io_pct 0.2

create_clock -name clk0 -period $clk_period

set non_clock_inputs [all_inputs -no_clocks]
set_input_delay [expr $clk_period * $clk_io_pct] -clock clk0 $non_clock_inputs
set_output_delay [expr $clk_period * $clk_io_pct] -clock clk0 [all_outputs]
### flow/run.sh
#!/bin/bash
# OpenROAD 26Q1-2900-gdf79404cd8, Yosys 0.63+post, stock flow scripts
make -C /OpenROAD-flow-scripts/flow DESIGN_CONFIG=/design/flow/config.mk WORK_HOME=/design/flow/orfs finish
### flow/design.v
`timescale 1ns / 1ps
module alu_1_bit (A, B, CIN, LESS, AINV, BINV, Opr, RESULT, COUT, ADD_R);
input A, B, CIN, LESS, AINV, BINV;
input [1:0] Opr;
output RESULT, ADD_R, COUT;
reg RESULT, COUT, ADD_R;
always @(*) 
	  begin  : combinational_logic 
	  reg RESULT_AND, RESULT_OR, RESULT_ADD_SUB, RESULT_SLT;
	  reg Am, Bm;  
		Am = AINV ? 	~A : A	;  	
		Bm = BINV ? 	~B : B	;	
		RESULT_AND = 	Am & Bm	;
		RESULT_OR  = 	Am | Bm ;
		ADD_R = (Am ^ Bm ^ CIN) | (Am&Bm&CIN)	;
		RESULT_ADD_SUB = ADD_R;
		RESULT_SLT = LESS;
		COUT   = ((Am & Bm) | (Bm & CIN) | (CIN & Am))      ;
		case (Opr)
				0	:  
				  	begin
					RESULT = RESULT_AND; 
				  	end
				1	:  
				  	begin
					RESULT = RESULT_OR; 
				  	end 
				2	:  
					begin        
					 RESULT = RESULT_ADD_SUB;
					end
				3	:  
					begin
					 RESULT = RESULT_SLT;
					end
		  endcase
	   end 
endmodule  
module alu(A, B, AINV, BNEG, Opr, RESULT, OVERFLOW, ZERO, COUT);
input [31:0] A, B;
input  AINV, BNEG;
input [1:0] Opr;
output[31:0] RESULT;
output OVERFLOW, ZERO, COUT;
wire COUT1, COUT2, COUT3, COUT4, COUT5,COUT6,COUT7,COUT8,COUT9,COUT10,COUT11,COUT12,COUT13,COUT14,COUT15,COUT16,
    COUT17,COUT18,COUT19,COUT20,COUT21,COUT22,COUT23,COUT24,COUT25,COUT26,
    COUT27,COUT28,COUT29,COUT30,COUT31,COUT32;
wire BINV, SET, LESS_0,CIN;
wire [31:0] ADD_R;
assign BINV = BNEG;
assign CIN = BNEG;
assign COUT = COUT32;
assign OVERFLOW = COUT32 ^ COUT31; 
assign SET = ADD_R[31];
assign LESS_0 =  OVERFLOW ? ~ SET : SET;
assign ZERO = (RESULT==0)?1:0;  
alu_1_bit alu0 (A[0], B[0], CIN, LESS_0, AINV, BINV, Opr, RESULT[0], COUT1, ADD_R[0]); 
alu_1_bit alu1 (A[1], B[1], COUT1, 1'b0, AINV, BINV, Opr, RESULT[1], COUT2, ADD_R[1]);
alu_1_bit alu2 (A[2], B[2], COUT2, 1'b0, AINV, BINV, Opr, RESULT[2], COUT3, ADD_R[2]);
alu_1_bit alu3 (A[3], B[3], COUT3, 1'b0, AINV, BINV, Opr, RESULT[3], COUT4, ADD_R[3]);
alu_1_bit alu4 (A[4], B[4], COUT4, 1'b0, AINV, BINV, Opr, RESULT[4], COUT5, ADD_R[4]);
alu_1_bit alu5 (A[5], B[5], COUT5, 1'b0, AINV, BINV, Opr, RESULT[5], COUT6, ADD_R[5]);
alu_1_bit alu6 (A[6], B[6], COUT6, 1'b0, AINV, BINV, Opr, RESULT[6], COUT7, ADD_R[6]);
alu_1_bit alu7 (A[7], B[7], COUT7, 1'b0, AINV, BINV, Opr, RESULT[7], COUT8, ADD_R[7]);
alu_1_bit alu8 (A[8], B[8], COUT8, 1'b0, AINV, BINV, Opr, RESULT[8], COUT9, ADD_R[8]);
alu_1_bit alu9 (A[9], B[9], COUT9, 1'b0, AINV, BINV, Opr, RESULT[9], COUT10, ADD_R[9]);
alu_1_bit alu10 (A[10], B[10], COUT10, 1'b0, AINV, BINV, Opr, RESULT[10], COUT11, ADD_R[10]);  
alu_1_bit alu11 (A[11], B[11], COUT11, 1'b0, AINV, BINV, Opr, RESULT[11], COUT12, ADD_R[11]); 
alu_1_bit alu12 (A[12], B[12], COUT12, 1'b0, AINV, BINV, Opr, RESULT[12], COUT13, ADD_R[12]); 
alu_1_bit alu13 (A[13], B[13], COUT13, 1'b0, AINV, BINV, Opr, RESULT[13], COUT14, ADD_R[13]); 
alu_1_bit alu14 (A[14], B[14], COUT14, 1'b0, AINV, BINV, Opr, RESULT[14], COUT15, ADD_R[14]); 
alu_1_bit alu15 (A[15], B[15], COUT15, 1'b0, AINV, BINV, Opr, RESULT[15], COUT16, ADD_R[15]); 
alu_1_bit alu16 (A[16], B[16], COUT16, 1'b0, AINV, BINV, Opr, RESULT[16], COUT17, ADD_R[16]);  
alu_1_bit alu17 (A[17], B[17], COUT17, 1'b0, AINV, BINV, Opr, RESULT[17], COUT18, ADD_R[17]); 
alu_1_bit alu18 (A[18], B[18], COUT18, 1'b0, AINV, BINV, Opr, RESULT[18], COUT19, ADD_R[18]); 
alu_1_bit alu19 (A[19], B[19], COUT19, 1'b0, AINV, BINV, Opr, RESULT[19], COUT20, ADD_R[19]); 
alu_1_bit alu20 (A[20], B[20], COUT20, 1'b0, AINV, BINV, Opr, RESULT[20], COUT21, ADD_R[20]); 
alu_1_bit alu21 (A[21], B[21], COUT21, 1'b0, AINV, BINV, Opr, RESULT[21], COUT22, ADD_R[21]); 
alu_1_bit alu22 (A[22], B[22], COUT22, 1'b0, AINV, BINV, Opr, RESULT[22], COUT23, ADD_R[22]); 
alu_1_bit alu23 (A[23], B[23], COUT23, 1'b0, AINV, BINV, Opr, RESULT[23], COUT24, ADD_R[23]); 
alu_1_bit alu24 (A[24], B[24], COUT24, 1'b0, AINV, BINV, Opr, RESULT[24], COUT25, ADD_R[24]); 
alu_1_bit alu25 (A[25], B[25], COUT25, 1'b0, AINV, BINV, Opr, RESULT[25], COUT26, ADD_R[25]); 
alu_1_bit alu26 (A[26], B[26], COUT26, 1'b0, AINV, BINV, Opr, RESULT[26], COUT27, ADD_R[26]);  
alu_1_bit alu27 (A[27], B[27], COUT27, 1'b0, AINV, BINV, Opr, RESULT[27], COUT28, ADD_R[27]); 
alu_1_bit alu28 (A[28], B[28], COUT28, 1'b0, AINV, BINV, Opr, RESULT[28], COUT29, ADD_R[28]); 
alu_1_bit alu29 (A[29], B[29], COUT29, 1'b0, AINV, BINV, Opr, RESULT[29], COUT30, ADD_R[29]); 
alu_1_bit alu30 (A[30], B[30], COUT30, 1'b0, AINV, BINV, Opr, RESULT[30], COUT31, ADD_R[30]);
alu_1_bit alu31 (A[31], B[31], COUT31, 1'b0, AINV, BINV, Opr, RESULT[31], COUT32, ADD_R[31]);
endmodule
### flow/config.mk
export PLATFORM = sky130hd
export DESIGN_NAME = alu
export DESIGN_NICKNAME = alu
export VERILOG_FILES = /design/flow/design.v
export SDC_FILE = /design/flow/constraint.sdc
export NUM_CORES = 4
export LEC_CHECK = 1
export CORE_UTILIZATION = 50
==> out/summary.txt <==
Worst path slowest cell: fa_1
Post-route cell area: 0.00463 mm²
Endpoints failing setup: 7
Crit path DRT: 14800 ps
Min-delay worst type: input pin to output port
Die H: 84.4 µm
Power per cell area: 38.4 mW/mm²
Overall power: 178 µW
Switching Power: 80.1 µW
Logic pwr share: 1.000
Routed WL: 7320 µm
Tmin final: 19480 ps
First-pass GRT wire length: 12300 µm
Max-Cap Viols: 0
Layout cells sized above 1: 0.208
GR Util All Layers: 0.219
Failing checks: negative setup slack
Reg power frac: 0
Synth cell types: 34
Register area: 0 µm²
Slew headroom: 0.600
WHS: 8180 ps
Most frequent cells in the layout: clkdlybuf4s50_1 (91), inv_1 (89), ha_1 (62)
Internal power: 97.7 µW
CP delay by family, top: adder cells
Wirelength per Cell: 12.8 µm
Area after DPL: 0.00453 mm²
Fillcell total: 498
Synthesized area: 0.00339 mm²
Row cnt: 29
Vias in the first global route: 2659
Unrepaired setup endpoints after global routing: yes
Clock share of power: 0
Crit start category: input pin
Max-slew violations: 0
WP buf/inv: 5
Gpl congestion: 0.884
Cells in synth_stat.txt: 396
Final Hold Fails: 0
Routed Antenna Nets: 0
Ports: 103
Die extent in x: 84.4 µm
GR peak layer: met2
Layout area overhead: 36.4%
Antenna Cells: 0
Clkbuf count: 0
Synth Seq Share: 0
Die Size: 0.00712 mm²
CP Capture Type: output port
CP max FO: 3
Largest net degree at the start of global routing: 40
Sw Share: 0.450
Worst Max-Slew Pin Slew: 600 ps
Met3 usage in global routing: 0.0169
DRT iter0 DRCs: 57
Core box area: 0.00646 mm²
F_max: 0.0513 GHz
Floorplan core density: 0.525
Top cell by count, worst path: fa_2
Leakage: 2.38 nW
Post-route DRC: 0
Port Buffers: 103
Max IR drop VDD: 22.8 µV
Registers: 0
Synthesized area per cell: 8.57 µm²
Syn Inst Count: 396
Comb. cell area: 0.00281 mm²
Crit share post-route: 1.05
Setup ws final: -981 ps
GRT met1 Usage: 0.333
Routed via count: 2732
Antenna violations before repair: 0
WS Path Type: input pin to output port
Met2 GRT Util: 0.372
Commonest Layout Cell: clkdlybuf4s50_1
CP peak stage delay: 390 ps
YS chip area: 0.00339 mm²
OpenROAD warning count: 98
Final core occ: 0.716
Status: finished, violations left
Arr. time, crit path: 15780 ps
DP HPWL: 5880 µm
Critical hold path startpoint: BNEG
DR pass1 iterations: 24
Post-DR vias/cell: 4.78
CP Launch Point: AINV
Synth warn: 1
Gr ovfl total: 0
power groups by stage:
stage,sequential [mW],clock [mW],combinational (mW)
CTS,0,0,0.175
global route,0,0,0.203
finish,0,0,0.178
cells in the mapped netlist (4+ instances only):
cell	instances	area share
buf_2	11	0.016
buf_4	35	0.077
ha_1	62	0.23
mux2i_1	29	0.086
o22ai_1	30	0.055
clkbuf_1	4	0.0044
inv_1	92	0.10
fa_1	31	0.18
xor2_1	61	0.16
nand2_1	6	0.0066
nor4_1	7	0.013
what timing repair did:
item / in CTS / in global routing
buffers inserted: 2 / 5
pin swaps: 6 / 4
hold buffers: 0 / 0
setup endpoints to repair: 9 / 9
resized: 33 / 9
logic make-up (layout without fill, tap and decap cells):
kind of cell,Yosys count,in the layout,synth area share
compound gates,41,41,0.0826
simple gates,23,23,0.0384
buf+inv,144,243,0.205
mux,29,29,0.0856
xor+xnor,65,65,0.173
fa+ha+maj,94,94,0.415
through the flow:
step	TNS [ps]	worst slack [ps]	instances
after floorplan	-765	-521	396
after global placement	-9490	-1980	565
after detailed placement	-9790	-2000	565
after CTS	-4170	-1200	567
after global routing	-6780	-1360	572
final	-4500	-981	572
final timing paths:
| check | cells past startpoint | end |
|---|---|---|
| setup / recovery | 44 | ZERO |
| hold / removal | 6 | ZERO |
metal layers:
layer,vias up,part of all wire
met4,0,0.0070
met5,-,0
li1,1381,-
met3,4,0.054
met1,1273,0.46
met2,74,0.48
final cells by class:
class / instances / area share
Tap cell: 77 / 0.0208
Multi-Input combinational cell: 252 / 0.607
Inverter: 93 / 0.0754
Timing Repair Buffer: 150 / 0.297
Power and IR drop assume default switching activity.
