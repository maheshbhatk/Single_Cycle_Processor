<file path="./config.mk">
export PLATFORM = sky130hd
export DESIGN_NAME = instruction_mem
export DESIGN_NICKNAME = instruction_mem
export VERILOG_FILES = /design/flow/design.v
export SDC_FILE = /design/flow/constraint.sdc
export NUM_CORES = 4
export LEC_CHECK = 1
export CORE_AREA = 10 10 70 70
export DIE_AREA = 0 0 80 80
</file>
<file path="./constraint.sdc">
current_design instruction_mem

set clk_period 3.5
set clk_io_pct 0.2

create_clock -name clk0 -period $clk_period [get_ports {reset}]

set non_clock_inputs [all_inputs -no_clocks]
set_input_delay [expr $clk_period * $clk_io_pct] -clock clk0 $non_clock_inputs
set_output_delay [expr $clk_period * $clk_io_pct] -clock clk0 [all_outputs]
</file>
<file path="./design.v">
`timescale 1ns / 1ps
module instruction_mem(read_add, instruction, reset);
input reset;
input [31:0] read_add;
output [31:0] instruction;
reg [31:0]Imemory [1023:0];  
integer k;
wire [31:0] abs_read_add;
assign abs_read_add={read_add[31:2]};
assign instruction = Imemory[abs_read_add];
always@(posedge reset)
begin
		for (k=0; k<1023; k=k+1) begin
			Imemory[k] = 32'b0;
		end
Imemory[0]=32'b000000_00001_00010_00011_00000_100100;        
Imemory[1]=32'b000000_00001_00010_00100_00000_100101;        
Imemory[2]=32'b000000_00001_00010_00101_00000_100110;        
Imemory[3]=32'b000000_00001_00010_00110_00000_100111;        
Imemory[4]=32'b000000_00001_00010_00111_00000_100000;        
Imemory[5]=32'b000000_00001_00010_01000_00000_100010;        
Imemory[6]=32'b000000_00001_00010_01001_00000_101010;        
Imemory[7]=32'b000000_00010_00001_01010_00000_101010;        
Imemory[8]=32'b100011_00000_01011_00000000_00000100;        
Imemory[9]=32'b101011_00000_01011_00000000_00000100;        
Imemory[10]=32'b000010_00000000_00000000_00000101_00;       
Imemory[20]=32'b000100_00000_00011_11111111_1110_1011;     
end
endmodule
</file>
<file path="./run.sh">
#!/bin/bash
# OpenROAD 26Q1-2900-gdf79404cd8, Yosys 0.63+post, stock flow scripts
make -C /OpenROAD-flow-scripts/flow DESIGN_CONFIG=/design/flow/config.mk WORK_HOME=/design/flow/orfs finish
</file>
==> insert_results.sql <==
-- metrics for the results database
INSERT INTO impl_metrics (metric_group, metric, value, unit) VALUES
('synthesis', 'ys_warn_count', '34', ''),
('run_status', 'run_status', 'finished, final reports clean', ''),
('floorplan', 'io-pin-count', '65', ''),
('drt', 'firstDrtPassIters', '4', ''),
('placement', 'port_buffers', '36', ''),
('floorplan', 'floorplan.core_util', '0.249', ''),
('synthesis', 'synth_chip_area', '852', 'µm²'),
('synthesis', 'netlist.area_leader.share', '0.132', ''),
('worst_setup_path', 'crit_path_top_delay_cell', 'clkdlybuf4s50_1', ''),
('worst_setup_path', 'setup.worst_path.end_class', 'output port', ''),
('placement', 'dpl.hpwl', '2.64', 'mm'),
('power', 'share_clk_of_total_power', '0', ''),
('worst_setup_path', 'crit_chain', 'buf_2 > buf_6 > buf_4 > and4_4 > nand3b_1 > nor2_1 > a311oi_1 > nand4_1 > o311ai_1 > clkdlybuf4s50_1', ''),
('drt', 'antenna_left', '0', ''),
('power', 'total_power', '165', 'µW'),
('synthesis', 'yosysTopAreaCell', 'buf_4', ''),
('drt', 'drc', '0', ''),
('global_routing', 'pin_count_of_the_biggest_net_entering_global_routing', '12', ''),
('cells_and_area', 'drive_gt1_frac', '0.500', ''),
('run', 'max_cap_violations', '0', ''),
('placement', 'numPlacedInstances', '244', ''),
('global_routing', 'number_of_antenna_violations_at_the_first_check_in_global_routing', '0', ''),
('worst_setup_path', 'startpoint_type', 'input port', ''),
('sta', 'number_of_setup_violations_in_the_final_report', '0', ''),
('sta', 'max_slew_margin', '0.651', ''),
('power', 'gate_power_share', '1.000', ''),
('run', 'warning_count', '50', ''),
('power', 'netSwitchingFraction', '0.463', ''),
('power', 'pwr_density_cell', '91.2', 'mW/mm²'),
('worst_hold_path', 'class_of_the_worst_hold_path', 'in -> out', ''),
('synthesis', 'yosys.cell_count.top_type', 'buf_4', ''),
('drt', 'dr.first_iter.drc_count', '69', ''),
('cells_and_area', 'nFlopsAndLatches', '0', ''),
('worst_setup_path', 'path_max_fanout', '5', ''),
('drt', 'routed_wirelength', '3.58', 'mm'),
('floorplan', 'floorplan.die.height', '80', 'µm'),
('synthesis', 'synth_seq_share', '0', ''),
('synthesis', 'synth.yosys.num_cells', '131', ''),
('sta', 'setup_total_negative_slack', '0', 'ps'),
('sta', 'final_max_slew_viol_count', '0', ''),
('clock_network', 'cts-hold-fix-buffers', '0', ''),
('power', 'seqPwrFrac', '0', ''),
('synthesis', 'ys_types', '50', ''),
('sta', 'report.final.hold_viol_count', '0', ''),
('cells_and_area', 'instances_no_fill', '256', ''),
('cells_and_area', 'num-clock-buffers', '0', ''),
('power', 'total_switching_power', '76.5', 'µW'),
('sta', 'max_slew.worst_pin.slew', '519', 'ps'),
('cells_and_area', 'regArea', '0', 'µm²'),
('sta', 'final_period_minus_worst_setup_slack', '3440', 'ps'),
('power', 'vdd_drop_max', '44.0', 'µV'),
('floorplan', 'placeableCoreArea', '0.00342', 'mm²'),
('global_routing', 'grtUsageTotal', '0.106', ''),
('worst_setup_path', 'timing.critical_path.arrival', '2740', 'ps'),
('synthesis', 'mappedNetlistArea', '852', 'µm²'),
('floorplan', 'dieWidth', '80', 'µm'),
('cells_and_area', 'fillers', '316', ''),
('drt', 'number_of_inserted_diodes', '0', ''),
('global_routing', 'globalRouteOverflowTotal', '0', ''),
('power', 'intPower', '88.8', 'µW'),
('global_routing', 'global_route_wire_length_before_repair', '5.82', 'mm'),
('drt', 'post_drt_via_cell_ratio', '5.12', ''),
('sta', 'post-route-period-util', '0.982', ''),
('floorplan', 'core.rowCount', '21', ''),
('drt', 'route.detailed.wl_per_inst', '14.0', 'µm'),
('sta', 'final.hold.worst_slack', '1980', 'ps'),
('worst_setup_path', 'worst_ep_required_time', '2800', 'ps'),
('drt', 'vias', '1311', ''),
('worst_setup_path', 'critPathMaxStageDelay', '520', 'ps'),
('global_routing', 'first_global_vias', '1205', ''),
('worst_setup_path', 'critPathKind', 'in -> out', ''),
('floorplan', 'die_area', '0.00640', 'mm²'),
('cells_and_area', 'area_growth_syn_to_layout', '113', '%'),
('placement', 'place_congestion', '0.890', ''),
('synthesis', 'area_leaders', 'buf_4 (13%), buf_2 (5.3%), nand2_1 (4.4%), nand3_1 (3.5%), o21ai_0 (3.5%)', ''),
('power', 'static-leakage-power', '0.814', 'nW'),
('worst_hold_path', 'number_of_instances_on_the_worst_hold_path', '6', ''),
('synthesis', 'synth_area_per_cell', '6.50', 'µm²'),
('synthesis', 'synth_cell_count_leaders', 'buf_4 (15), nand2_1 (10), buf_2 (9)', ''),
('sta', 'timing.fmax', '291', 'MHz'),
('synthesis', 'postSynthCellCount', '131', '');
## cell type report
cell class / instances / area, µm² / area share
Tap cell: 46 / 57.6 / 0.0318
Inverter: 4 / 15.0 / 0.00829
Multi-Input combinational cell: 105 / 888 / 0.490
Timing Repair Buffer: 101 / 851 / 0.470
## per-layer routing
| metal | wire length [µm] | vias up | track usage |
|---|---|---|---|
| met5 | 0 | - | 0 |
| met4 | 0 | 0 | 0 |
| met3 | 272 | 0 | 0.0102 |
| met2 | 1780 | 49 | 0.189 |
| met1 | 1530 | 618 | 0.141 |
| li1 | - | 644 | - |
## worst paths after layout
kind / startpoint / end / slack (ps)
setup / recovery: read_add[4] / instruction[12] / 60
hold / removal: read_add[9] / instruction[21] / 1980
## critical path: cells and delay by family
kind / cells / cell delay [ps]
AND-OR/OR-AND: 2 / 420
buffers and inverters: 4 / 890
AND/OR/NAND/NOR: 4 / 720
## cell usage in the layout (no fill, tap or decap), types with 2 or more instances in the layout
master / synthesis / layout
a21oi_1: 4 / 2
and2_1: 2 / 2
nand3_1: 6 / 6
nor3_1: 5 / 3
buf_6: 0 / 8
buf_2: 9 / 7
dlygate4sd2_1: 0 / 2
nand4_1: 3 / 3
nor2_1: 7 / 7
and3b_1: 3 / 3
a211oi_2: 0 / 2
o22ai_1: 2 / 2
buf_4: 15 / 56
o21ai_0: 6 / 4
inv_1: 4 / 4
nand2_1: 10 / 10
clkdlybuf4s15_2: 0 / 2
nor2b_1: 3 / 3
a32oi_1: 3 / 2
clkdlybuf4s50_1: 0 / 24
nor3_2: 0 / 2
and3_1: 3 / 3
o211ai_1: 2 / 2
a22oi_1: 2 / 2
conb_1: 1 / 6
dlymetal6s2s_1: 0 / 2
nor4_4: 1 / 2
or2_4: 0 / 2
## per-stage QoR
stage / setup slack, ps / area (µm²) / utilization
detailed placement: -442 / 1520 / 0.444
finish: 62.8 / 1810 / 0.530
floorplan: 742 / 871 / -
global placement: -398 / 1520 / 0.444
CTS: 0.425 / 1760 / 0.515
global route: -5.48 / 1810 / 0.530
## timing repair
| action | in CTS | in global routing |
|---|---|---|
| resized | 63 | 21 |
| gates cloned | 3 | 0 |
| setup buffers | 8 | 1 |
| pin swaps | 18 | 2 |
| endpoints found under the setup margin | 17 | 9 |
## power by group through the flow
| stage | Combinational, mW | Clock (mW) | Sequential [mW] |
|---|---|---|---|
| 5_1_grt | 0.178 | 0 | 0 |
| 4_1_cts | 0.159 | 0 | 0 |
| 6_report | 0.165 | 0 | 0 |
## cell families after synthesis
kind of cell,synth area share
buffers and inverters,0.216
xor gates and xnor gates,0.0103
other,0.00440
and+or+nand+nor,0.451
AOI/OAI and AO/OA,0.319
Power and IR drop assume default switching activity.
